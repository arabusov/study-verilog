==> flow/design.v <==
module i8284(
    input wire  CLK_IN,
    input wire  RESN,
    output wire CLK_OUT,
    output wire RESET
);
reg [1:0]   clk_cntr = 0;
reg         clk_out_r = 0;
assign  CLK_OUT = clk_out_r;
always @ (posedge CLK_IN) begin
    if (clk_cntr == 2'b10) begin
        clk_cntr <= 2'b00;
        clk_out_r <= 1;
    end
    else begin
        clk_cntr <= clk_cntr + 1;
        clk_out_r <= 0;
    end
end
reg [3:0]   rst_cntr=0;
localparam [3:0] max_count = 3*4-1;
reg         rst_out_r=0;
reg [1:0]   rst_state=0;
assign RESET = rst_out_r;
always @ (posedge CLK_IN) begin
    case (rst_state)
        0: begin
            rst_out_r <= 0;
            if (~RESN)
                rst_state <= 1;
        end
        1: begin
            if (rst_cntr >= max_count) begin
                rst_state <= 2;
                rst_cntr <= 0;
                rst_out_r <= 0;
            end else begin
                rst_cntr <= rst_cntr + 1;
                rst_out_r <= 1;
            end
        end
        2: begin
            rst_out_r <= 0;
            if (RESN)
                rst_state <= 0;
        end
    endcase
end
endmodule  
==> flow/run.sh <==
#!/bin/bash
# OpenROAD 26Q1-2900-gdf79404cd8, Yosys 0.63+post, stock flow scripts
make -C /OpenROAD-flow-scripts/flow DESIGN_CONFIG=/design/flow/config.mk WORK_HOME=/design/flow/orfs finish
==> flow/config.mk <==
export PLATFORM = sky130hd
export DESIGN_NAME = i8284
export DESIGN_NICKNAME = i8284
export VERILOG_FILES = /design/flow/design.v
export SDC_FILE = /design/flow/constraint.sdc
export NUM_CORES = 4
export LEC_CHECK = 1
export CORE_AREA = 10 10 70 70
export DIE_AREA = 0 0 80 80
==> flow/constraint.sdc <==
current_design i8284

set clk_period 2.4
set clk_io_pct 0.2

create_clock -name clk0 -period $clk_period [get_ports {CLK_IN}]

set non_clock_inputs [all_inputs -no_clocks]
set_input_delay [expr $clk_period * $clk_io_pct] -clock clk0 $non_clock_inputs
set_output_delay [expr $clk_period * $clk_io_pct] -clock clk0 [all_outputs]
==> results_dict.tcl <==
# yosys + openroad results
set metrics [dict create \
    status "finished clean" \
    cp_num_buf_inv 1 \
    ant_nets 0 \
    vdd_ir_drop_max_mv 0.191 \
    hold_viol 0 \
    cap_violations 0 \
    cts_sinks 10 \
    drive_gt1_share_pct 11.9 \
    ys_cells 35 \
    die_x_um 80 \
    ctsHtreeMaxLevel 1 \
    stdcell_area_um2 572 \
    ctsResizeCount 0 \
    postLayoutCoreUtil_pct 16.7 \
    die_h_um 80 \
    placedInstanceArea_um2 546 \
    drcViolationCount 0 \
    cts_setup_buffers 0 \
    path_class "input pin to register" \
    area_growth_pct 24.9 \
    routed-via-count 256 \
    grt_max_degree 7 \
    antenna_cells 0 \
    ys_seq_share_pct 59.0 \
    fp_util_pct 13.4 \
    period_used_pct 65.0 \
    power_per_cell_area_nw_per_um2 1230 \
    cts.clk_slew.worst_paths_ps 60 \
    fin_tns_setup_ps 0 \
    max_freq_mhz 641 \
    cts_buffer_depth 2 \
    mostFrequentLayoutCells "edfxtp_1 (7), ha_1 (6), inv_1 (5)" \
    tightest_slew_ps 287 \
    holdBufCountCts 0 \
    start_kind "input pin" \
    placedCellCount 84 \
    yosys_warnings 1 \
    drtIter0Drc 18 \
    stdcell_count 88 \
    syn-cell-area_um2 458 \
    pin_count 4 \
    synth_cell_types 14 \
    rsz0062_at_grt "no" \
    avgViaCountPerCell 2.91 \
    setup-violations-final 0 \
    cts_made_buffers 3 \
    wire_per_inst_um 7.30 \
    row_count 21 \
    grt_first_pass_wirelength_um 1040 \
    log.warning_count 28 \
    cp_max_fo 2 \
    cts_tree "built" \
    grt-ovfl-total 0 \
    hold_slack_ps 412 \
    cp_slowest_cell "clkdlybuf4s50_1" \
    final_layout_top_logic_cell "edfxtp_1" \
    slew_violations 0 \
    drt-pass1-iter-count 3 \
    root_buffer "clkbuf_4" \
    antenna_found_initial 0 \
    first_global_vias 240 \
    cp.arrival_ps 1520 \
    ys.flops 10 \
    insertion_delay_ps 260 \
    fin_crit_ps 1560 \
    hpwl_um 507 \
    coreArea_um2 3420 \
    hp-class "register to register" \
    syn_area_per_cell_um2 13.1 \
    slowest_delay_ps 480 \
    critPathTopFamily "buffers and inverters" \
    chipArea_um2 6400 \
    finClkSkew_ps 3.13 \
    finalWirelength_um 642 \
    grt_usage_pct 2.13 \
    power.leakage_nw 0.218 \
    path_cells "clkdlybuf4s50_1 -> mux2_4 -> a211oi_2" \
    synth_chip_area_um2 458 \
    maxSlewHeadroom_pct 80.9 \
    cp.required_ps 2350 \
    netlist_instances 35 \
    end_kind "register" \
    port_buffers 3 \
    gp_congestion 0.677 \
]
## logic make-up (layout without fill, tap and decap cells)
| logic type | after synthesis | in the layout | synth area share [%] |
|---|---|---|---|
| flip-flops | 10 | 10 | 59.0 |
| AND/OR/NAND/NOR | 8 | 8 | 8.74 |
| adder cells (fa/ha/maj) | 6 | 6 | 16.4 |
| buffers and inverters | 5 | 12 | 4.10 |
| AND-OR/OR-AND | 4 | 4 | 6.56 |
| XOR/XNOR | 1 | 1 | 1.91 |
| multiplexers | 1 | 1 | 3.28 |
## registers in the layout, summed over array words and instances (netlist names)
signal / count
clk_cntr: 2
clk_out_r: 1
rst_out_r: 1
rst_state: 2
rst_cntr: 4
## cell type report
type	instances	area, um^2
clock buffers	3	22.5
clock inverters	1	3.75
fillers	392	2840
inverters	5	18.8
multi-input cells	20	169
flip-flops and latches	10	270
well taps	46	57.6
repair buffers	3	30.0
## worst register-to-register path, delay by kind of cell (launching register included)
kind                     cells  cell delay [ps]
AND-OR/OR-AND                1              250
flip-flops                   1              380
multiplexers                 1              270
buffers and inverters        1               80
adder cells (fa/ha/maj)      1              210
## report_power, final
| part | internal (mW) | switching (mW) |
|---|---|---|
| clock | 0.0600 | 0.0558 |
| sequential | 0.297 | 0.0500 |
| combinational | 0.121 | 0.119 |
| total | 0.478 | 0.225 |
## synthesized netlist by cell type
library cell | number | area share [%]
edfxtp_1 | 7 | 46
ha_1 | 6 | 16
inv_1 | 5 | 4.1
nor2_1 | 4 | 3.3
dfxtp_1 | 3 | 13
o21ai_1 | 2 | 2.2
a211oi_2 | 1 | 2.7
and2_1 | 1 | 1.4
mux2_4 | 1 | 3.3
nand3_1 | 1 | 1.1
nor3_1 | 1 | 1.1
o21a_1 | 1 | 1.6
or3b_1 | 1 | 1.9
xnor2_1 | 1 | 1.9
## per-stage QoR
stage                     setup slack [ps]  power, mW
after detailed placement               564      0.591
final                                  840      0.703
after floorplan                        982      0.522
after CTS                              852      0.717
after global routing                   800      0.769
after global placement                 589      0.575
## worst paths after layout
path	start	end	slack, ps	cells after the start
worst max-delay path	RESN	rst_state[1]	840	3
worst min register to register	clk_cntr[0]	clk_cntr[0]	410	1
worst min-delay path	clk_cntr[0]	clk_cntr[0]	410	1
worst max register to register	rst_state[0]	rst_state[1]	900	4
## layer usage
metal / up-vias / GRT usage [%] / share of wire [%]
met1: 116 / 2.41 / 43
met3: 2 / 1.70 / 8.6
met4: 0 / 0.880 / 2.2
li1: 134 / - / -
met5: - / 0 / 0
met2: 4 / 2.89 / 46
Power is estimated from default activity; no workload was simulated.
