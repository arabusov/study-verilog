[./run.sh]
#!/bin/bash
# OpenROAD 26Q1-2900-gdf79404cd8, Yosys 0.63+post, stock flow scripts
make -C /OpenROAD-flow-scripts/flow DESIGN_CONFIG=/design/flow/config.mk WORK_HOME=/design/flow/orfs finish
[./design.v]
module alu(
    input   cin
    , input [MSBEXE:0] exe
    , input [7:0] a
    , input [7:0] b
    , output reg cout
    , output reg [7:0] c
    );
    parameter MSBEXE = 4;
    always @(*)
        case (exe)
            0: {cout, c} = a + b + cin;
            default: {cout, c} = {cin, a};
        endcase
endmodule
module u13(
    input clk
    , input rst
    , inout [7:0] data
    , output reg [15:0] addr
    , output reg rw
    );
    reg [15:0] pc;
    parameter MSBEXE = 4;
    reg [MSBEXE:0] alu_exe;
    reg [2:0] state;
    parameter FETCH_STATE   = 0;
    parameter DECODE_STATE  = 1;
    parameter ZP_STATE      = 2;
    parameter ABS1_STATE    = 3;
    parameter ABS2_STATE    = 4;
    always @(posedge clk) begin
        if (rst)
            reset;
        else begin
            case (state)
                FETCH_STATE: fetch;
                DECODE_STATE: decode;
                ZP_STATE: zp;
                ABS1_STATE: abs1_t;
                ABS2_STATE: abs2_t;
            endcase
        end
    end
    parameter RST_ADDR = 16'hfff0;
    reg [7:0] instr;
    task reset;
        begin
            a <= 0;
            rw <= 0;
            addr <= RST_ADDR;
            pc <= RST_ADDR;
            state <= FETCH_STATE;
            carry <= 0;
        end
    endtask
    task fetch;
        begin
            advance;
            instr <= data;
            state <= DECODE_STATE;
        end
    endtask
    task advance;
        begin
            pc <= pc + 1;
            addr <= pc + 1;
        end
    endtask
    wire [3:0] ih, il;
    assign {ih, il} = instr;
    parameter NOP   = 8'hea;
    parameter JMP   = 8'h6c;
    parameter ADC   = 4'h6;
    parameter STA   = 4'h8;
    parameter LDA   = 4'ha;
    parameter IMMED = 4'h9;
    parameter ZP    = 4'h5;
    reg [7:0] a;
    reg carry;
    reg [7:0] addr_lo;
    wire cout;
    wire [7:0] c;
    alu i_alu(.exe(alu_exe), .a(a), .b(data), .c(c), .cin(carry), .cout(cout));
    task decode;
        begin
            if (instr == NOP) fetch;
            else if (instr == JMP) abs1_t;
            else begin
                case (il)
                    ZP: begin
                        state <= ZP_STATE;
                        addr <= { 8'h00, data };
                    end
                    IMMED: begin
                        casez (ih)
                            ADC: alu_t;
                            LDA: lda_t;
                            default: fetch;
                        endcase
                    end
                    default: fetch;
                endcase
            end
            case (ih)
                ADC: alu_exe <= 0;
                STA: rw <= 1;
            endcase
        end
    endtask
    task zp;
        casez (ih)
            ADC: alu_t;
            LDA: lda_t;
            STA: sta_t;
        endcase
    endtask
    task abs1_t;
        begin
            addr_lo <= data;
            state <= ABS2_STATE;
            advance;
        end
    endtask
    task abs2_t;
        jmp_t;
    endtask
    task lda_t;
        begin
            a <= data;
            state <= FETCH_STATE;
            advance;
        end
    endtask
    assign data = ( (rw == 1) ? a : { 8{1'bz} } ); 
    task sta_t;
        begin
            rw <= 0;
            state <= FETCH_STATE;
            advance;
        end
    endtask
    task alu_t;
        begin
            {carry, a} <= {cout, c};
            fetch;
        end
    endtask
    task jmp_t;
        begin
            pc <= { data, addr_lo };
            addr <= { data, addr_lo };
            state <= FETCH_STATE;
        end
    endtask
endmodule
[./config.mk]
export PLATFORM = sky130hd
export DESIGN_NAME = u13
export DESIGN_NICKNAME = u13
export VERILOG_FILES = /design/flow/design.v
export SDC_FILE = /design/flow/constraint.sdc
export NUM_CORES = 4
export LEC_CHECK = 1
export CORE_UTILIZATION = 30
[./constraint.sdc]
current_design u13

set clk_period 3.4
set clk_io_pct 0.2

create_clock -name clk0 -period $clk_period [get_ports {clk}]

set non_clock_inputs [all_inputs -no_clocks]
set_input_delay [expr $clk_period * $clk_io_pct] -clock clk0 $non_clock_inputs
set_output_delay [expr $clk_period * $clk_io_pct] -clock clk0 [all_outputs]
==> impl_metrics.yaml <==
# generated from flow reports
placement:
  placed_area_sq_um: 3440
  hpwl_um: 5420
  io_buffers: 18
  gp_congestion: 0.885
  post-place-ws_ns: 1.00
run_status:
  tool.error: "[error] [KeplerFormal.cpp:679] Workflow failed: Iso has multiple drivers: .data0, data[0]$_SDFFE_PP0P_.Q0"
  lastStage: "clock tree synthesis (4_1_cts)"
  status: "aborted with a tool error"
clocking:
  cts_root_buf: "clkbuf_8"
  clockBufferDepth: 2
  cts.htree.levels: 3
  cts_buffers: 9
  cts-hold-fix-buffers: 0
  clock-sinks: 62
  cts_setup_buffers: 0
  post_cts_resized: 0
yosys:
  ys_seq_share_pct: 44.3
  yosys_area_sq_um: 3160
  synth_top_area_share_pct: 29.1
  most_common_cell: "dfxtp_1"
  syn_area_per_cell_sq_um: 8.91
  edf_count: 16
  synth_top_cell_by_area: "dfxtp_1"
  ff_type: "dfxtp_1"
  yosysCellCount: 355
  netlist_area_sq_um: 3160
  synth-seq-cells: 62
  synth_cells: 355
  ys_types: 52
  yosys_warnings: 3
  synthArstFlopShare_pct: 0
  top_cells_by_area: "dfxtp_1 (29%), edfxtp_1 (15%), nor2_1 (4.9%)"
  synthTopCellsByCount: "dfxtp_1 (46), nor2_1 (41), nand2_1 (26)"
floorplan:
  fp.dieW_um: 105
  num_rows: 37
  io_pins: 27
  core_util_floorplan_pct: 30.8
  dieHeight_um: 105
## through the flow
stage / power (mW) / instances
floorplan: 0.922 / 355
global placement: 0.970 / 489
detailed placement: 0.972 / 489
## kinds of logic after synthesis
| kind of cell | synth area share [%] |
|---|---|
| compound gates | 20.9 |
| xor+xnor | 3.88 |
| fa+ha+maj | 0.396 |
| buf+inv | 5.03 |
| flops | 44.3 |
| mux | 3.48 |
| simple gates | 22.0 |
Power figures rest on the tool's default switching activity, not on a simulated workload.
